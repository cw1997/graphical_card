<file path="flow/constraint.sdc">
current_design uart

set clk_period 4.9
set clk_io_pct 0.2

create_clock -name clk0 -period $clk_period [get_ports {clk}]

set non_clock_inputs [all_inputs -no_clocks]
set_input_delay [expr $clk_period * $clk_io_pct] -clock clk0 $non_clock_inputs
set_output_delay [expr $clk_period * $clk_io_pct] -clock clk0 [all_outputs]
</file>
<file path="flow/design.v">
module edge_detect(
    input signal,
    output signal_edge,
    input clk, 
    input rst_n
);
parameter is_raise = 1;
reg signal_1, signal_0;
assign signal_edge = is_raise ? signal_0 && ~signal_1 : ~signal_0 && signal_1;
always @(posedge clk or negedge rst_n) begin
    if (!rst_n) begin
        signal_0 <= 0;
        signal_1 <= 0;
    end else begin
        signal_0 <= signal;
        signal_1 <= signal_0;
    end
end
endmodule
module uart(
    input rxd,
    output[6:0] gram_write_data,
    output[11:0] gram_write_address,
    output reg gram_write_enable,
    output reg clk_uart,
    output reg clk_uart_enable,
    input clk, 
    input rst_n
);
parameter
bps = 115_200,
clk_hz = 50_000_000
;
reg[31:0] div_count;
always @(posedge clk or negedge rst_n) begin
    if (!rst_n) begin
        div_count <= 0;
        clk_uart <= 0;
    end else if (clk_uart_enable) begin
        if (div_count == clk_hz / bps / 2) begin
            div_count <= 0;
            clk_uart <= ~clk_uart;
        end else begin
            div_count <= div_count + 1;
        end
        if (div_count == clk_hz / bps / 2) begin
        end else begin
        end
    end else begin
        div_count <= 0;
        clk_uart <= 0;
    end
end
wire rxd_edge;
edge_detect #(
    .is_raise ( 0 )
) rxd_edge_detect_inst(
    .signal ( rxd ),
    .signal_edge ( rxd_edge ),
    .clk ( clk ), 
    .rst_n ( rst_n )
);
wire clk_uart_edge;
edge_detect #(
    .is_raise ( 1 )
) clk_uart_edge_detect_inst(
    .signal ( clk_uart ),
    .signal_edge ( clk_uart_edge ),
    .clk ( clk ), 
    .rst_n ( rst_n )
);
reg[2:0] state;
localparam
STATE_RECV_CHAR = 1,
STATE_WAITING_FOR_CHAR_INDEX_LOW = 2,
STATE_RECV_CHAR_INDEX_LOW = 3,
STATE_WAITING_FOR_CHAR_INDEX_HIGH = 4,
STATE_RECV_CHAR_INDEX_HIGH = 5,
STATE_WRITE_GRAM = 6,
STATE_WAITING_FOR_CHAR = 0
;
reg[3:0] recv_index;
reg[6:0] value;
reg[7:0] char_index_high, char_index_low;
assign gram_write_data = value;
assign gram_write_address = {char_index_high, char_index_low};
always @(posedge clk or negedge rst_n) begin
    if (!rst_n) begin
        state <= STATE_WAITING_FOR_CHAR;
        clk_uart_enable <= 0;
        recv_index <= 0;
        gram_write_enable <= 0;
        value <= 0;
        char_index_low <= 0;
        char_index_high <= 0;
    end else begin
        case (state)
            STATE_WAITING_FOR_CHAR : begin
                if (rxd_edge) begin
                    state <= STATE_RECV_CHAR;
                    clk_uart_enable <= 1;
                end else begin
                    clk_uart_enable <= 0;
                end
                recv_index <= 0;
                gram_write_enable <= 0;
                value <= 0;
                char_index_low <= 0;
                char_index_high <= 0;
            end
            STATE_RECV_CHAR : begin
                if (clk_uart_edge) begin
                    if (recv_index <= 0) begin
                        recv_index <= recv_index + 1;
                    end else if (recv_index <= 7) begin
                        value[recv_index - 1] <= rxd;
                        recv_index <= recv_index + 1;
                    end else if (recv_index <= 8) begin
                        recv_index <= recv_index + 1;
                    end else begin
                        recv_index <= 0;
                        clk_uart_enable <= 0;
                        state <= STATE_WAITING_FOR_CHAR_INDEX_LOW;
                    end
                end
            end
            STATE_WAITING_FOR_CHAR_INDEX_LOW : begin
                if (rxd_edge) begin
                    clk_uart_enable <= 1;
                    state <= STATE_RECV_CHAR_INDEX_LOW;
                end else begin
                end
                recv_index <= 0;
            end
            STATE_RECV_CHAR_INDEX_LOW : begin
                if (clk_uart_edge) begin
                    if (recv_index <= 0) begin
                        recv_index <= recv_index + 1;
                    end else if (recv_index <= 8) begin
                        char_index_low[recv_index - 1] <= rxd;
                        recv_index <= recv_index + 1;
                    end else begin
                        recv_index <= 0;
                        clk_uart_enable <= 0;
                        state <= STATE_WAITING_FOR_CHAR_INDEX_HIGH;
                    end
                end
            end
            STATE_WAITING_FOR_CHAR_INDEX_HIGH : begin
                if (rxd_edge) begin
                    state <= STATE_RECV_CHAR_INDEX_HIGH;
                    clk_uart_enable <= 1;
                end else begin
                    clk_uart_enable <= 0;
                end
                recv_index <= 0;
            end
            STATE_RECV_CHAR_INDEX_HIGH : begin
                if (clk_uart_edge) begin
                    if (recv_index <= 0) begin
                        recv_index <= recv_index + 1;
                    end else if (recv_index <= 8) begin
                        char_index_high[recv_index - 1] <= rxd;
                        recv_index <= recv_index + 1;
                    end else begin
                        recv_index <= 0;
                        clk_uart_enable <= 0;
                        gram_write_enable <= 1;
                        state <= STATE_WRITE_GRAM;
                    end
                end
            end
            STATE_WRITE_GRAM : begin
                gram_write_enable <= 0;
                state <= STATE_WAITING_FOR_CHAR;
            end
            default: state <= STATE_WAITING_FOR_CHAR;
        endcase
    end
end
endmodule
</file>
<file path="flow/config.mk">
export PLATFORM = sky130hd
export DESIGN_NAME = uart
export DESIGN_NICKNAME = uart
export VERILOG_FILES = /design/flow/design.v
export SDC_FILE = /design/flow/constraint.sdc
export NUM_CORES = 4
export LEC_CHECK = 1
export CORE_UTILIZATION = 30
</file>
<file path="flow/run.sh">
#!/bin/bash
# OpenROAD 26Q1-2900-gdf79404cd8, Yosys 0.63+post, stock flow scripts
make -C /OpenROAD-flow-scripts/flow DESIGN_CONFIG=/design/flow/config.mk WORK_HOME=/design/flow/orfs finish
</file>
==> flow_summary.ini <==
; implementation run metrics
[drt]
wl_met1_mm = 4.491
wl_per_cell_um = 14.64
post-route-drc-count = 0
drtAntennaViolNets = 0
drt_first_pass_iters = 4
drt_iter0_markers = 189
routed.top_layer = met4
routed_wl_mm = 8.738
vias_per_cell = 5.228
vias = 3121
wl_met2_mm = 3.714
dr_wl_met3_um = 429
antenna_cells = 0

[floorplanning]
die_h_um = 116.4
dieWidth_um = 116.4
core_area_um2 = 12670
chip_area_um2 = 13550
rows = 41
ios = 25
initial_core_util = 0.3099

[cts]
cts.clk_slew.worst_paths_ps = 50
insertion_delay_ps = 330
clock_sinks = 69
cts_buffers = 9
ctsResizeCount = 0
clockRootBuffer = clkbuf_16
clockBufferDepth = 2
h-tree-depth = 3
postCtsHoldBufs = 0
cts_tree = built
cts_setup_buffers = 0

[status]
outcome = complete, no violations

[grt]
grt_first_pass_wirelength_mm = 14.87
grt_pass1_vias = 2918
grt_overflow_total = 0
grt_max_degree = 56
antenna_found_initial = 0
grt_usage = 0.1419

[sta]
setup_viol = 0
clock.fmax_mhz = 237.7
skew_ps = 5.771
period_needed_ps = 4208
rsz0062_at_grt = false
finalCritPeriodShare = 0.8587
fin_tns_setup_ps = 0
tightest_slew_ps = 703.8
timing.slew.headroom = 0.5174
drv_slew = 0
finalHoldViolCount = 0

[logic_synthesis]
ys_types = 51
yosysTopAreaCellShare = 0.4334
syn-cell-area_um2 = 3926
flop_cell = dfrtp_1
ys_cells = 398
ys.flops = 69
enable_flop_cells = 0
yosys-stat-area_um2 = 3926
synthTopCellsByCount = dfrtp_1 (68), nor2_1 (47), nand2_1 (29)
avgSynthCellArea_um2 = 9.865
synth_seq_share = 0.4401
topCellsByArea = dfrtp_1 (43%), nor2_1 (4.5%), xnor2_1 (4.5%), ha_1 (3.8%), nand3_1 (3.3%)
top_cell = dfrtp_1
async_flop_share = 1.000
synthCells = 398
top_area_cell = dfrtp_1
yosys_warnings = 3

[power]
p_per_area_nw_per_um2 = 272.7
vdd_drop_max_v = 0.0001311
p_total_mw = 1.257
leakage_nw = 1.753

[worst_setup_path]
cp_data_required_time_ps = 5110
critPathCaptureType = flop
cp_max_fo = 13
crit_arrival_ps = 4420
cp-start-kind = flop
path_class = flop to flop

[placed_design]
place_hpwl_mm = 6.021
port_buffers = 24
place_congestion = 0.8701
dp_cells = 581

[cells_and_area]
instances_no_fill = 597
areaGrowthSynthToFinish_pct = 17.37
drive_gt1_frac = 0.06588

[hold_path]
hold_class = flop to flop

[run]
max-cap-violations = 0
warnings = 29
-- power by group --
group | switching, mW | internal, mW
clock | 0.236 | 0.435
sequential | 0.000448 | 0.571
combinational | 0.0128 | 0.00199
total | 0.249 | 1.01
-- cell usage in the layout (no fill, tap or decap), types with 2 or more instances in the layout --
master / Yosys / layout
clkbuf_8: 0 / 3
dfrtp_1: 68 / 68
and2_1: 7 / 7
xor2_1: 13 / 13
a21oi_1: 4 / 4
buf_4: 1 / 2
mux2_2: 3 / 3
and3_1: 4 / 4
nor2_1: 47 / 47
xnor2_1: 20 / 20
o21ai_0: 11 / 11
a21o_1: 9 / 9
nand2_1: 29 / 29
mux2i_1: 12 / 12
or3_1: 2 / 2
nor3b_1: 3 / 3
nor4b_1: 2 / 2
nor4_1: 10 / 10
nor2b_1: 5 / 5
nor4bb_1: 2 / 2
a22o_1: 5 / 5
a221oi_1: 7 / 7
nor3_1: 17 / 17
or4_1: 5 / 5
o211ai_1: 5 / 5
clkdlybuf4s50_1: 0 / 23
nand3_1: 26 / 26
inv_1: 10 / 10
clkbuf_16: 0 / 9
o31ai_1: 2 / 2
ha_1: 12 / 12
a221o_1: 9 / 9
nand2b_1: 4 / 4
and4_1: 4 / 4
nand4_1: 10 / 10
a22oi_1: 2 / 2
-- layout make-up --
type                       instances  area (um^2)
fill                            1259         8063
multi-input combinational        304         2064
sequential                        69         1728
clock buffer                      13        270.3
timing repair buffer              26        250.2
tap                              172        215.2
clock inverter                     3        42.54
inverter                          10        37.54
-- per-layer routing --
metal,global-route usage,vias up
met5,0,-
met4,0.02051,0
met3,0.02854,9
met2,0.2047,74
met1,0.2297,1537
li1,-,1501
-- sequential cells by signal, summed over array words and instances, names as in the netlist --
name	cells
gram_write_enable	1
clk_uart_edge_detect_inst.signal_1	1
char_index_low	8
state	7
rxd_edge_detect_inst.signal_1	1
rxd_edge_detect_inst.signal_0	1
value	7
clk_uart	1
clk_uart_edge_detect_inst.signal_0	1
clk_uart_enable	1
recv_index	4
char_index_high	4
div_count	32
-- cell families after synthesis --
| group | count (synthesis) | share of synthesized area |
|---|---|---|
| xor gates and xnor gates | 35 | 0.08540 |
| DFF | 69 | 0.4401 |
| AOI/OAI and AO/OA | 59 | 0.1170 |
| muxes | 15 | 0.03920 |
| adders and majority gates | 12 | 0.03824 |
| and+or+nand+nor | 183 | 0.2460 |
| buffers and inverters | 25 | 0.03410 |
-- path summary, 6_finish.rpt --
| kind | from | to | slack (ps) | cells after the start |
|---|---|---|---|---|
| min in group asynchronous | rst_n | div_count[9] | 540 | 1 |
| worst min-delay path | rxd_edge_detect_inst.signal_0 | rxd_edge_detect_inst.signal_1 | 400 | 0 |
| worst max-delay path | recv_index[0] | char_index_high[1] | 690 | 11 |
| max in group asynchronous | rst_n | recv_index[2] | 3350 | 2 |
| worst min register to register | rxd_edge_detect_inst.signal_0 | rxd_edge_detect_inst.signal_1 | 400 | 0 |
| worst max register to register | recv_index[0] | char_index_high[1] | 690 | 11 |
-- stage by stage --
stage / worst slack [ps] / util / cell area (um^2) / hold slack [ps]
6_report: 692.3 / 0.3637 / 4608 / 400.3
4_1_cts: 706.6 / 0.3637 / 4608 / 402.4
2_1_floorplan: 1238 / - / 3926 / 366.4
5_1_grt: 324.7 / 0.3637 / 4608 / 411.9
3_5_place_dp: 709.2 / 0.3390 / 4295 / 387.6
3_3_place_gp: 886.0 / 0.3390 / 4295 / 381.6
-- critical path, cell delays in order (launching register included) --
cell	delay [ps]
dfrtp_1	510
inv_1	150
ha_1	340
nor2b_1	410
nand2_1	270
inv_1	180
ha_1	290
nor4bb_1	270
nand4_1	330
a221oi_1	660
mux2_2	400
a221o_1	260
Power is estimated from default activity; no workload was simulated.
